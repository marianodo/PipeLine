==> flow/design.v <==
`timescale 1ns / 1ps
module AluEX(
input [31:0] inOutMuxForwardA, inOutMuxForwardB,
input [5:0] instReg,
input [4:0] sa,
input [1:0] ALUOp,
output reg [31:0] outAlu
    );
initial
	begin
		outAlu = 0;
	end
	always @(*)
	begin
		if(ALUOp == 2'b10)  
			begin
				case (instReg)
					6'b000000:
						outAlu <= inOutMuxForwardB * 2**sa;
					6'b000010:
						outAlu <= inOutMuxForwardB / 2**sa;
					6'b000011:
						outAlu <= $signed(inOutMuxForwardB) >>> sa;
					6'b000110:
						outAlu <= inOutMuxForwardB >> inOutMuxForwardA;
					6'b000111:
						outAlu <= $signed(inOutMuxForwardB) >>> inOutMuxForwardA;
					6'b100001:
						outAlu <= inOutMuxForwardA + inOutMuxForwardB;
					6'b100011:
						outAlu <= inOutMuxForwardA - inOutMuxForwardB;
					6'b100100:
						outAlu <= inOutMuxForwardA & inOutMuxForwardB;
					6'b100101:
						outAlu <= inOutMuxForwardA | inOutMuxForwardB;
					6'b100110:
						outAlu <= inOutMuxForwardA ^ inOutMuxForwardB;
					6'b101010:
						outAlu <= ($signed(inOutMuxForwardA) < $signed(inOutMuxForwardB)) ? 1 : 0;
					6'b001000:
						outAlu <= inOutMuxForwardA + inOutMuxForwardB;
					6'b001001:
						outAlu <= inOutMuxForwardA + inOutMuxForwardB;			
					6'b001100:
						outAlu <= inOutMuxForwardA & (inOutMuxForwardB & 32'b00000000_00000000_11111111_11111111);
					6'b001101:
						outAlu <= inOutMuxForwardA | (inOutMuxForwardB & 32'b00000000_00000000_11111111_11111111);
					6'b001110:
						outAlu <= inOutMuxForwardA ^ (inOutMuxForwardB & 32'b00000000_00000000_11111111_11111111);
					6'b001111:
						outAlu <= inOutMuxForwardB << 16;
					6'b001010:
						outAlu <= ($signed(inOutMuxForwardA) < $signed(inOutMuxForwardB)) ? 1 : 0;
					6'b001011:
						outAlu <= ($unsigned(inOutMuxForwardA) < $unsigned(inOutMuxForwardB)) ? 1 : 0;
					default:
						outAlu <= {32{1'b1}};
					endcase
			end
		else if(ALUOp == 2'b00)  
			begin
				outAlu <= inOutMuxForwardA + inOutMuxForwardB;
			end
		else
			begin
				outAlu <= 0;
			end
end		
endmodule
`timescale 1ns / 1ps
module EX_MEM_Latch(
	input [31:0] inOutAlu,indataRt,
	input inRegWrite,inMemRead,inMemWrite,clk,inEX_Flush,enable,
	input [1:0] inMemtoReg,inflagStoreWordDividerMEM,
   input [4:0] inOutMuxRtRd, inRegRt,
	input [2:0] inflagLoadWordDividerMEM,
	output reg [31:0] outAlu, dataRt,
	output reg outMemRead,outMemWrite,outRegWrite,
	output reg [4:0] outMuxRtRd,outRegRt,
	output reg [1:0] outMemtoReg, outflagStoreWordDividerMEM,
	output reg [2:0] outflagLoadWordDividerMEM
		);
always @(posedge clk)
begin
if(enable)
	begin
		if(inEX_Flush)  
			begin
				outRegWrite = 0;
				outMemRead = 0;
				outMemWrite = 0;
				outMemtoReg = 0;
			end
		else
			begin
				outRegWrite = inRegWrite;
				outMemRead = inMemRead;
				outMemWrite = inMemWrite;
				outMemtoReg = inMemtoReg;
			end
		outRegRt = inRegRt;
		outAlu = inOutAlu;
		dataRt = indataRt;
		outMuxRtRd = inOutMuxRtRd;
		outflagLoadWordDividerMEM=inflagLoadWordDividerMEM;
		outflagStoreWordDividerMEM=inflagStoreWordDividerMEM;
	end
end
endmodule
`timescale 1ns / 1ps
module MuxExForwardA(
	input [31:0] inDataRs, inMuxWb,inOutAlu,
	input [1:0] inForwardA,
	output  [31:0] outMuxForwardA
    );
reg [31:0] tmp = 0;
always @(*)
begin
	case(inForwardA)
		2'b00:
			tmp = inDataRs;
		2'b01:
			tmp = inMuxWb;	
		2'b10:
			tmp = inOutAlu;
		default:
			tmp = 0;
	endcase		
end
assign outMuxForwardA = tmp;
endmodule
`timescale 1ns / 1ps
module MuxExForwardB(
	input [31:0] inDataRt, inMuxWb,inOutAlu,inSignExt,
	input [1:0] inForwardB,
	input ALUSrc,
	output [31:0] outMuxForwardB
    );
reg [31:0] tmp = 0;
always @(*)
begin
	if(ALUSrc)
		begin
			tmp = inSignExt;
		end
	else
		begin
			case(inForwardB)
				2'b00:
					tmp = inDataRt;
				2'b01:
					tmp = inMuxWb;
				2'b10:
					tmp = inOutAlu;
				2'b11:
					tmp = inDataRt;
			endcase		
		end
end
assign outMuxForwardB = tmp;
endmodule
`timescale 1ns / 1ps
module MuxRtRd(
	input [4:0] rt,rd,
	input [1:0] RegDst,
	output reg [4:0] outMuxRtRd
    );
initial
begin
	outMuxRtRd = 0;
end
always @(*)
begin
	if(RegDst == 1)
		begin
			outMuxRtRd = rd;  
		end
	else if(RegDst == 0)
		begin
			outMuxRtRd = rt;  
		end
	else if(RegDst == 2)
		begin
			outMuxRtRd = rd;  
		end
	else
		begin
			outMuxRtRd = rd;
		end
end
endmodule
`timescale 1ns / 1ps
module StageEX(
	input clk,
	input MemRead,MemWrite,ALUSrc,RegWrite,inEX_Flush,enable,
	input [1:0] RegDst,MemtoReg,ALUOp,inflagStoreWordDividerMEM,inForwardA,inForwardB,
	input [2:0] inflagLoadWordDividerMEM,
	input [5:0] instReg,
	input [31:0] inPc,dataRs,dataRt,signExt,inOutMuxWb,
	input [4:0] inRegRt,inRegRd,sa,
	output outMemRead,outMemWrite,outRegWrite,
	output [31:0] outAlu,outDataRt,
	output [4:0] outMuxRtRd,outRegRt,
   output [1:0] outMemtoReg, outflagStoreWordDividerMEM,
	output [2:0] outflagLoadWordDividerMEM
 );
wire [31:0] outMuxEx,outAddExTmp,outAluTmp,outMuxForwardA,outMuxForwardB;
wire [4:0] outMuxRtRdTmp;
	MuxExForwardA callMuxExForwardA(
	.inDataRs(dataRs),
	.inMuxWb(inOutMuxWb),
	.inOutAlu(outAlu),  
	.inForwardA(inForwardA),
	.outMuxForwardA(outMuxForwardA)  
	);
	MuxExForwardB callMuxExForwardB(
	.inDataRt(dataRt),
	.inSignExt(signExt),
	.inMuxWb(inOutMuxWb),
	.inOutAlu(outAlu),  
	.inForwardB(inForwardB),
	.ALUSrc(ALUSrc),
	.outMuxForwardB(outMuxForwardB)  
	);
	MuxRtRd callMuxRtRd(  
	.RegDst(RegDst),
	.rt(inRegRt),
	.rd(inRegRd),
	.outMuxRtRd(outMuxRtRdTmp)
	);
	AluEX callAluEx(
	.ALUOp(ALUOp),
	.inOutMuxForwardA(outMuxForwardA),
	.inOutMuxForwardB(outMuxForwardB),
	.instReg(instReg),
	.sa(sa),
	.outAlu(outAluTmp)
	);
	EX_MEM_Latch callEX_MEM_Latch(
	.clk(clk),
	.inOutAlu(outAluTmp),
	.indataRt(dataRt),
	.inOutMuxRtRd(outMuxRtRdTmp),
	.inMemtoReg(MemtoReg),
	.inRegWrite(RegWrite),
	.inMemRead(MemRead),
	.inMemWrite(MemWrite),
	.inflagLoadWordDividerMEM(inflagLoadWordDividerMEM),
	.inflagStoreWordDividerMEM(inflagStoreWordDividerMEM),
	.inEX_Flush(inEX_Flush),
	.enable(enable),
	.inRegRt(inRegRt),
	.outAlu(outAlu),
	.dataRt(outDataRt),
	.outMuxRtRd(outMuxRtRd),
	.outRegRt(outRegRt),
	.outMemtoReg(outMemtoReg),
	.outRegWrite(outRegWrite),
	.outMemRead(outMemRead),
	.outMemWrite(outMemWrite),
	.outflagLoadWordDividerMEM(outflagLoadWordDividerMEM),
	.outflagStoreWordDividerMEM(outflagStoreWordDividerMEM)
	);
endmodule
==> flow/run.sh <==
#!/bin/bash
# OpenROAD 26Q1-2900-gdf79404cd8, Yosys 0.63+post, stock flow scripts
make -C /OpenROAD-flow-scripts/flow DESIGN_CONFIG=/design/flow/config.mk WORK_HOME=/design/flow/orfs finish
==> flow/config.mk <==
export PLATFORM = sky130hd
export DESIGN_NAME = StageEX
export DESIGN_NICKNAME = StageEX
export VERILOG_FILES = /design/flow/design.v
export SDC_FILE = /design/flow/constraint.sdc
export NUM_CORES = 4
export LEC_CHECK = 1
export CORE_UTILIZATION = 40
==> flow/constraint.sdc <==
current_design StageEX

set clk_period 12.8
set clk_io_pct 0.2

create_clock -name clk0 -period $clk_period [get_ports {clk}]

set non_clock_inputs [all_inputs -no_clocks]
set_input_delay [expr $clk_period * $clk_io_pct] -clock clk0 $non_clock_inputs
set_output_delay [expr $clk_period * $clk_io_pct] -clock clk0 [all_outputs]
==> results.tsv <==
stage	metric	value	unit
outcome	status	finished, violations left	
outcome	violations	negative setup slack	
placement	gp_congestion	1.10	
setup_path	critPathRequiredTime	12.93	ns
floorplanning	io_pins	287	
global_route	antenna_found_initial	17	
logic_synthesis	ys_cells	8019	
cts	clock_path_buffers	2	
cts	root_buffer	clkbuf_16	
floorplanning	fp_util	40.4	%
cts	clock-sinks	84	
floorplanning	die_x	384	um
logic_synthesis	yosys_area	58300	um^2
global_route	grt_pass1_wl	477000	um
floorplanning	dieHeight	384	um
logic_synthesis	syn_inst	8019	
sta	fin_ws	-47.05	ns
detailed_routing	ant_nets	0	
logic_synthesis	yosysSeqAreaShare	4.33	%
logic_synthesis	edf_count	84	
logic_synthesis	largest_area_cell	ha_1	
floorplanning	num_rows	139	
logic_synthesis	top_area_share	16.1	%
logic_synthesis	avgSynthCellArea	7.27	um^2
floorplanning	coreArea	144000	um^2
sta	hold-worst-slack	1.51	ns
logic_synthesis	async_reset_ff_share	0	%
final_layout	post-route-util	64.2	%
detailed_routing	post-route-drc-count	0	
global_route	top_usage_layer	met2	
sta	skew	0.00661	ns
global_route	grt_pass1_vias	72700	
detailed_routing	vias_per_cell	5.91	
logic_synthesis	yosysUniqueCellTypes	114	
setup_path	max_stage_delay	0.55	ns
detailed_routing	num_vias	75400	
placement	placed_cell_area	82900	um^2
global_route	use_met3	14.9	%
placement	io_buffers	254	
hold_path	hold_class	register to register	
sta	slew_headroom	34.2	%
sta	clock.fmax	16.7	MHz
final_layout	drive_gt1_share	37.7	%
sta	rsz0062_at_grt	true	
sta	min_period	59.85	ns
detailed_routing	wl_per_cell	26.0	um
logic_synthesis	ys_seq_elements	84	
global_route	grtUsageMet1	58.4	%
logic_synthesis	common_cells	995 x nand2_1, 778 x nor2_1, 752 x ha_1, 734 x inv_1, 599 x a21oi_1	
detailed_routing	first_iter_violations	5869	
setup_path	ff2ff_setup_slack	-44.86	ns
setup_path	cpMostUsedCell	buf_6	
global_route	grt_util_met2	66.1	%
setup_path	slowest_stage	or4_4	
cts	cts_inserted_buffers	9	
detailed_routing	firstDrtPassIters	8	
setup_path	critical_path_class	input port to register	
final_layout	area_delta_synth_final	58.6	%
sta	tightest_slew	0.986	ns
final_layout	fillerInstances	11700	
sta	setup_violations	24	
cts	cts_tree	done	
cts	clk_pin_slew	0.07	ns
logic_synthesis	yosysWarnings	5	
cts	htree_levels	3	
logic_synthesis	synthTopCellsByArea	ha_1 16%, fa_1 14%, nand2_1 6.4%, a21oi_1 5.1%, nor2_1 5.0%	
sta	drv_slew	0	
setup_path	cp.arrival	59.97	ns
sta	period_used_share	468	%
sta	finalHoldViolCount	0	
cts	clk_latency	0.37	ns
run	maxCapViolCount	0	
detailed_routing	wirelength	333000	um
global_route	grt_overflow	0	
setup_path	critPathCaptureType	register	
logic_synthesis	top_cell	nand2_1	
final_layout	post_layout_nonfiller_instances	12800	
logic_synthesis	syn-cell-area	58300	um^2
floorplanning	die_area	147000	um^2
setup_path	cp_max_fo	7	
placement	dp_hpwl	263000	um
global_route	track_usage	44.9	%
run	warning_count	128	
setup_path	setup.worst_path.start_class	input port	
placement	dp_cells	12300	
logic_synthesis	ff_type	edfxtp_1	
sta	tns	-546.41	ns
global_route	grt_start_max_net_pins	64	
final_layout	fin_area	92500	um^2
[path summary, 6_finish.rpt]
kind | startpoint | endpoint | cells past startpoint
min | callEX_MEM_Latch.outAlu[4]$_DFFE_PP_ | callEX_MEM_Latch.outAlu[0]$_DFFE_PP_ | 8
max reg2reg | callEX_MEM_Latch.outAlu[31]$_DFFE_PP_ | callEX_MEM_Latch.outAlu[0]$_DFFE_PP_ | 310
min reg2reg | callEX_MEM_Latch.outAlu[4]$_DFFE_PP_ | callEX_MEM_Latch.outAlu[0]$_DFFE_PP_ | 8
max | sa[3] | callEX_MEM_Latch.outAlu[0]$_DFFE_PP_ | 312
[final cells by class]
cell class | count | area [um^2] | area share [%]
Antenna cell | 11 | 27.5 | 0.0298
Clock buffer | 9 | 225 | 0.243
Clock inverter | 7 | 81.3 | 0.0879
Inverter | 758 | 2860 | 3.09
Multi-Input combinational cell | 6831 | 58500 | 63.3
Sequential cell | 84 | 2520 | 2.73
Tap cell | 1903 | 2380 | 2.57
Timing Repair Buffer | 3171 | 25900 | 28.0
[placed cells by master, fill, tap and decap left out, types with 38 or more instances in the layout]
master,synthesis,layout
o21a_1,136,121
buf_12,0,53
a21oi_1,599,461
o22ai_1,56,43
nor2_1,778,707
o21ai_1,21,76
nand2b_1,75,72
nor3_1,189,145
fa_1,410,410
a21oi_2,2,109
nand4_1,53,53
inv_1,734,702
nand2_1,995,946
buf_4,5,2706
clkdlybuf4s50_1,0,239
nor2_2,0,47
xor2_1,154,151
edfxtp_1,84,84
o21ai_2,2,58
o21bai_1,57,55
o21ai_0,419,289
buf_6,1,134
o31ai_1,68,38
or3_1,59,48
mux2_2,71,51
nor2b_1,89,83
o211ai_1,92,92
a31oi_1,92,68
ha_4,0,133
and3_1,56,38
a221oi_1,81,55
a211oi_1,104,72
xnor2_1,278,273
ha_1,752,598
a21o_1,181,178
mux2i_1,145,124
nand3_1,152,123
[logic make-up after synthesis]
| family | Yosys count | synth area share [%] |
|---|---|---|
| flip-flops | 84 | 4.33 |
| buffers and inverters | 1108 | 7.31 |
| AND-OR/OR-AND | 2380 | 27.6 |
| adder cells (fa/ha/maj) | 1162 | 30.2 |
| AND/OR/NAND/NOR | 2637 | 20.2 |
| multiplexers | 216 | 3.86 |
| XOR/XNOR | 432 | 6.49 |
[per-stage QoR]
stage	setup slack, ns
2_1_floorplan	-45.35
3_3_place_gp	-51.26
3_5_place_dp	-51.37
4_1_cts	-45.87
5_1_grt	-49.36
6_report	-47.05
[sequential cells by signal, indices dropped and copies added (netlist names)]
| name | flops |
|---|---|
| callEX_MEM_Latch.outRegRt | 5 |
| callEX_MEM_Latch.outflagStoreWordDividerMEM | 2 |
| callEX_MEM_Latch.outMuxRtRd | 5 |
| callEX_MEM_Latch.outAlu | 32 |
| callEX_MEM_Latch.outMemWrite | 1 |
| callEX_MEM_Latch.outRegWrite | 1 |
| callEX_MEM_Latch.dataRt | 32 |
| callEX_MEM_Latch.outflagLoadWordDividerMEM | 3 |
| callEX_MEM_Latch.outMemtoReg | 2 |
| callEX_MEM_Latch.outMemRead | 1 |
[what timing repair did]
item / 4_1_cts / 5_1_grt
resized: 801 / 427
endpoints found under the setup margin: 25 / 27
cloned: 12 / 1
buffers inserted: 311 / 137
pin swaps: 386 / 343
hold buffers: 0 / 0
endpoints found under the hold margin: 0 / 0
[critical path: cells and delay by family]
family / cells / cell delay (ns)
AND/OR/NAND/NOR: 75 / 12.23
XOR/XNOR: 1 / 0.12
AND-OR/OR-AND: 141 / 27.14
multiplexers: 6 / 1.81
buffers and inverters: 57 / 7.82
adder cells (fa/ha/maj): 32 / 8.15
[layer usage]
metal | routed length, um | up-vias
li1 | - | 34400
met2 | 139000 | 4021
met4 | 24600 | 14
met1 | 130000 | 36000
met5 | 166 | -
met3 | 39000 | 1019
