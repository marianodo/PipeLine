--- run.sh ---
#!/bin/bash
# OpenROAD 26Q1-2900-gdf79404cd8, Yosys 0.63+post, stock flow scripts
make -C /OpenROAD-flow-scripts/flow DESIGN_CONFIG=/design/flow/config.mk WORK_HOME=/design/flow/orfs finish
--- constraint.sdc ---
current_design StageIF

set clk_period 5.0
set clk_io_pct 0.2

create_clock -name clk0 -period $clk_period [get_ports {clk}]

set non_clock_inputs [all_inputs -no_clocks]
set_input_delay [expr $clk_period * $clk_io_pct] -clock clk0 $non_clock_inputs
set_output_delay [expr $clk_period * $clk_io_pct] -clock clk0 [all_outputs]
--- design.v ---
`timescale 1ns / 1ps
module IF_ID_Latch(
input clk,inIF_IDWrite,inIF_Flush,enablePc,
input [31:0] inPc,inInstruction,
output reg [31:0] outPc, outInstruction
    );
initial
begin
	outPc =0;
end
always @(posedge clk)
begin
if(enablePc)
begin
	if (inIF_IDWrite == 0)
		begin
			outPc=outPc;
			outInstruction=outInstruction;
		end
	else
		begin
			outPc=inPc;
			outInstruction=inInstruction;
		end
	if (inIF_Flush)
		begin
			outPc=inPc;
			outInstruction= 32'b000000_000000_000000_000000;
		end
	end
end
endmodule
`timescale 1ns / 1ps
module InstructionMem # (parameter tam=32)(
input [31:0] inInstructionMem,  
output [31:0] outInstruction
    );
reg [tam-1:0] memory[0:2047];
reg [31:0] tmp;
integer i;
initial
begin
for (i = 0; i < 2048; i=i+1)
	begin
		memory[i] = 32'b00000000_00000000_00000000_00000000;
	end
	memory[0] = 32'b000100_11000_11001_00000_00000_001000;  
	memory[1] = 32'b000000_00111_01110_11010_00000_100001;  
	memory[2] = 32'b000000_00011_00110_01010_00000_100001;  
	memory[3] = 32'b000000_01001_00110_01111_00000_100001;  
	memory[4] = 32'b000000_01001_01010_01100_00000_100100;  
	memory[5] = 32'b000000_00011_00010_11011_00000_100100;  
	memory[6] = 32'b000000_00001_11010_00111_00000_100101;  
	memory[7] = 32'b100011_00000_11100_00000_00000_001100;  
	memory[8] = 32'b000000_11100_00011_11010_00000_100100;  
	memory[9] = 32'b000000_01001_01101_11101_00000_100001;  
	memory[10] = 32'b000000_00011_11101_01010_00000_100011;  
	memory[11] = 32'b000000_00000_01010_00100_00010_000000;  
	memory[12] = 32'b000000_00001_00010_00101_00000_100001;  
	memory[13] = 32'b000000_00001_00010_00101_00000_100001;  
	memory[14] = 32'b000000_01011_00010_11111_00000_100001;  
	memory[15] = 32'b111111_11111_11111_11111_11111_111111;  
end
always @(*)
begin
	tmp = memory[inInstructionMem];
end
assign outInstruction = tmp;
endmodule
`timescale 1ns / 1ps
module MuxJumpPc(
input [31:0] inMuxPc,inMuxJumpPc,
input Jump,
output [31:0] outMuxJumpPc
    );
reg [31:0] tmp = 0;
always @(*)
begin
	if(Jump)
		begin
			tmp = inMuxJumpPc;
		end
	else
		begin
			tmp = inMuxPc;
		end
end
assign outMuxJumpPc = tmp;
endmodule
`timescale 1ns / 1ps
module ShiftIF(
	input [25:0] inInstruction,
	input [3:0] inPostPc,
	output [31:0] outShiftIF
    );
reg [31:0] tmpOutShift = 0;
reg [25:0] tmpInInstruction = 0;
always @(*)
	begin
		tmpInInstruction = inInstruction * 1;
		tmpOutShift[31:28] = inPostPc;
		tmpOutShift[27:2] = tmpInInstruction;
		tmpOutShift[1:0] = 2'b00;
	end
assign outShiftIF = tmpOutShift;
endmodule
`timescale 1ns / 1ps
module StageIF(
	input clk,Jump,inPCWrite,inIF_IDWrite,inIF_Flush,PCSrc,enablePc,
	input [31:0] outAddId,
	output [31:0] outInstructionLatch,outPostPc
    );
wire [31:0] PcMux, Pc, PcMuxJump, PostPc,outInstruction; 
wire outAnd;
wire [31:0] outShiftIF;
	Pc callPc (
	.inPc(PcMuxJump),
	.clk(clk),
	.inPCWrite(inPCWrite),
	.enablePc(enablePc),
	.outPc(Pc)
	);
	addPc callAddPc (
	.inAddPc(Pc),
	.enablePc(enablePc),
	.clk(clk),
	.outAddPc(PostPc)
	);
	InstructionMem callInstruccionMem (
	.inInstructionMem(Pc),  
	.outInstruction(outInstruction)
	);
	ShiftIF callShiftIF(  
	.inInstruction(outInstruction[25:0]),
	.inPostPc(PostPc[31:28]),
	.outShiftIF(outShiftIF)
	);
	muxPc callMuxPc (  
	.inMuxAddPc(PostPc),
	.inMuxAddJmp(outAddId),  
	.PCSrc(PCSrc),
	.outMuxPc(PcMux)
	);
	MuxJumpPc callMuxJumpPc(  
	.inMuxJumpPc(outShiftIF),  
	.inMuxPc(PcMux),  
	.Jump(Jump), 
	.outMuxJumpPc(PcMuxJump)  
	);
	IF_ID_Latch callIF_ID_Latch(
	.clk(clk),
	.inInstruction(outInstruction),
	.inPc(PostPc),
	.inIF_IDWrite(inIF_IDWrite),
	.inIF_Flush(inIF_Flush),
	.enablePc(enablePc),
	.outInstruction(outInstructionLatch),
	.outPc(outPostPc)
	);
endmodule
`timescale 1ns / 1ps
module addPc # (parameter tam=5)(
	input [31:0] inAddPc,
	input enablePc,clk,
	output [31:0] outAddPc
    );
	 reg [31:0] tmp = 0;
always @(posedge clk)
begin
	if(enablePc)
		begin
			tmp = inAddPc + 1;
		end
end
assign outAddPc = tmp;
endmodule
`timescale 1ns / 1ps
module muxPc # (parameter tam=8)( 
input [31:0] inMuxAddPc,inMuxAddJmp,
input PCSrc,
output [31:0] outMuxPc
    );
	 reg [31:0] tmp = 0;
always @(*)
begin
	if(PCSrc)
		begin
			tmp = inMuxAddJmp;
		end
	else
		begin
			tmp = inMuxAddPc;
		end
end
assign outMuxPc = tmp;
endmodule
`timescale 1ns / 1ps
module Pc # (parameter tam=8)(
input [31:0] inPc,
input clk,inPCWrite,enablePc,
output  [31:0] outPc
    );
reg [31:0] tmpPc = 0;
always @(negedge clk)
begin
	if(enablePc)
	begin
		if(inPCWrite)  
			begin
				tmpPc = inPc;
			end
		else
			begin
				tmpPc = tmpPc;
			end
	end
end
assign outPc = tmpPc;
endmodule
--- config.mk ---
export PLATFORM = sky130hd
export DESIGN_NAME = StageIF
export DESIGN_NICKNAME = StageIF
export VERILOG_FILES = /design/flow/design.v
export SDC_FILE = /design/flow/constraint.sdc
export NUM_CORES = 4
export LEC_CHECK = 1
export CORE_UTILIZATION = 50
export SYNTH_MEMORY_MAX_BITS = 65536
==> run summary <==
M1 GR Usage -> 44.1%
# setup viols final -> 0
Arrival @ worst endpoint -> 5.02 ns
H-tree depth -> 4
Post-Syn Area -> 5600 um2
Cts bufs inserted -> 17
R2R depth -> 5
Mapped Cells -> 406
I/O pin count -> 103
Synth top cells by count -> 120 x edfxtp_1, 25 x nand2_1, 24 x mux2i_1, 24 x nor2_1, 22 x xnor2_1
P per Cell Area -> 355 nW/um2
Horiz. Die Dim -> 108 um
Crit-path max cell delay -> 0.57 ns
Top delay family on crit path -> simple AND/OR/NAND/NOR gates
Reg2reg end -> callAddPc.tmp[24]
Max-Cap Viols -> 0
Syn. warnings -> 7
Met3 usage -> 9.14%
Fin Clk Skew -> 0.0298 ns
Ant diodes -> 0
# port buffers -> 102
Final GP Congestion -> 0.898
Setup WS pre-CTS -> -0.00427 ns
Register Area -> 3600 um2
Most used routing layer -> met1
Yosys synthesis chip area -> 5600 um2
Crit Path Max Fanout -> 10
Vias post-DR -> 3768
Largest net degree at the start of global routing -> 34
Final hold vios -> 0
Root buffer cell -> clkbuf_8
Clock Sinks -> 120
Clk pin slew, worst setup/hold paths -> 0.06 ns
Fillers -> 733
Die Height -> 108 um
Run status -> finished clean
Final setup margin -> 0.235 ns
Die area -> 11600 um2
Post-CTS Hold Fix Bufs -> 0
EDFF count, synth -> 120
Crit start category -> flip-flop
Fp_density -> 51.5%
Antenna violations before repair -> 0
Drt total wl -> 12400 um
Share of layout cells above drive strength 1 -> 13.4%
Rel. slew slack -> 54.3%
Worst slew pin tran -> 0.685 ns
Leak pwr -> 2.82 nW
Peak VDD IR -> 0.366 mV
Clk latency late pin -> 0.51 ns
WL/cell -> 17.7 um
Post-synth top area cell -> edfxtp_1
Most used cell, CP -> nand4_1
Dominant cell area share -> 64.3%
Worst reg2reg setup slack -> 0.24 ns
Hold Path Class -> reg -> reg
CP max-delay cell -> nor4_4
1st-pass router iterations -> 4
Register share after synthesis -> 64.3%
CTS max path bufs -> 2
Gr usage total -> 24.7%
# rows -> 38
Ys cells -> 406
Layout area overhead -> 34.6%
Vias in the first global route -> 3735
Comb. cell area -> 1810 um2
Routed Antenna Nets -> 0
Cell Type Count -> 45
Post-Layout Cell Count -> 701
CTS tree -> done
Grt total ovfl -> 0
Dominant Register Cell -> edfxtp_1
Core area -> 10900 um2
Setup CP Type -> reg -> reg
DRC Markers -> 0
Worst setup EP type -> flip-flop
# resized after CTS -> 0
Critical Path End -> callAddPc.tmp[24]
Log Warnings -> 64
Initial DRC Count -> 233
CP startpoint -> callPc.tmpPc[1]
Fraction of registers with async set/reset -> 0%
RR Startpoint -> callPc.tmpPc[1]
CP bufs+invs -> 0
Top cells by area -> edfxtp_1 64%, mux2i_1 4.3%, xnor2_1 3.4%, mux2_2 2.4%, ha_1 2.0%
Post-CTS Setup Bufs -> 0
CP Cell Sequence -> ha_1 > nand4_1 > nor4_4 > nand4_1 > xnor2_1
Final Slew Violations -> 0
CP required -> 5.26 ns
RSZ-0062 raised after global routing -> false
Final HPWL DP -> 8520 um
Pwr Total -> 2.68 mW
Registers, synthesis -> 120
Via density -> 5.38
Met2 Usage GRT -> 33.1%
Crit path depth -> 5
Syn Area/Cell -> 13.8 um2
Dpl cells -> 638
First-pass GRT wire length -> 19500 um
Cell with the most instances after synthesis -> edfxtp_1
==> cell type report <==
class                      count  share of cell area [%]
sequential                   120                    47.8
multi-input combinational    246                    24.0
timing repair buffer         121                    16.1
clock buffer                  21                    6.38
clock inverter                43                    2.92
tap                          140                    2.32
inverter                      10                   0.498
==> power by group <==
group	internal [mW]	switching (mW)	total, mW	leakage [nW]
registers	1.17	0.0278	1.20	1.17
logic	0.121	0.0943	0.215	1.20
clock network	0.764	0.500	1.26	0.451
total	2.06	0.622	2.68	2.82
==> worst reg2reg max path, stage by stage, from the launching register on <==
cell	delay, ns
edfxtp_1	0.55
ha_1	0.27
nand4_1	0.29
nor4_4	0.57
nand4_1	0.19
xnor2_1	0.17
==> through the flow <==
stage	hold WS, ns	instance area, um2	util [%]	setup TNS (ns)
floorplan	0.422	5600	-	0
global placement	0.425	6850	62.9	0
detailed placement	0.430	6850	62.9	-0.00427
CTS	0.446	7540	69.3	0
global route	0.455	7540	69.3	0
finish	0.444	7540	69.3	0
==> worst min path at each step <==
stage	endpoint	from	cells past startpoint
CTS	callIF_ID_Latch.outPc[25]	callAddPc.tmp[25]	0
global route	callIF_ID_Latch.outPc[25]	callAddPc.tmp[25]	0
finish	callIF_ID_Latch.outPc[21]	callAddPc.tmp[21]	0
==> registers in the layout, summed over array words and instances (netlist names) <==
signal / cells
callIF_ID_Latch.outPc: 32
callAddPc.tmp: 32
callPc.tmpPc: 32
callIF_ID_Latch.outInstruction: 24
==> cell families after synthesis <==
family	after synthesis	synth area share (%)
adder cells (fa/ha/maj)	9	2.01
XOR/XNOR	29	4.53
AND-OR/OR-AND	48	5.92
flip-flops	120	64.3
multiplexers	38	7.50
AND/OR/NAND/NOR	122	12.4
buffers and inverters	40	3.37
==> cells in the final DEF, fill, tap and decap left out, types with 5 or more instances in the layout <==
cell type / count
nand3_1: 18
nor2_1: 24
buf_4: 15
xnor2_1: 22
nand4_1: 14
xor2_1: 7
edfxtp_1: 120
nand2_1: 25
nor3b_1: 5
nor2b_1: 13
inv_1: 41
mux2_2: 12
mux2i_1: 24
ha_1: 9
clkbuf_16: 18
clkdlybuf4s50_1: 102
nand4b_1: 5
o31ai_1: 6
o21ai_0: 17
==> per-layer routing <==
layer | vias up | part of all wire, %
met4 | 0 | 1.6
met1 | 1786 | 46
met5 | - | 0
li1 | 1807 | -
met3 | 15 | 9.7
met2 | 160 | 43
No activity file was given, so power comes from the tool's default toggle rates.
